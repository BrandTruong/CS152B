## ./run.sh

```bash
#!/bin/bash
# OpenROAD 26Q1-2900-gdf79404cd8, Yosys 0.63+post, stock flow scripts
make -C /OpenROAD-flow-scripts/flow DESIGN_CONFIG=/design/flow/config.mk WORK_HOME=/design/flow/orfs finish
```

## ./design.v

```verilog
`timescale 1ns / 1ps
module two_one_mux(
    input sel,
    input a,
    input b,
    output reg x
    );
    always @*
        if(sel)
            x = b;
        else
            x = a;
endmodule
module four_bit_two_one_mux(
    input sel,
    input[3:0] a,
    input[3:0] b,
    output reg[3:0] x
    );
    always @*
        if(sel)
            x = b;
        else
            x = a;
endmodule
module sixteen_bit_two_one_mux(
    input sel,
    input[15:0] a,
    input[15:0] b,
    output reg[15:0] x
    );
    always @*
        if(sel)
            x = b;
        else
            x = a;
endmodule
```

## ./config.mk

```make
export PLATFORM = sky130hd
export DESIGN_NAME = sixteen_bit_two_one_mux
export DESIGN_NICKNAME = sixteen_bit_two_one_mux
export VERILOG_FILES = /design/flow/design.v
export SDC_FILE = /design/flow/constraint.sdc
export NUM_CORES = 4
export LEC_CHECK = 1
export CORE_AREA = 10 10 70 70
export DIE_AREA = 0 0 80 80
```

## ./constraint.sdc

```tcl
current_design sixteen_bit_two_one_mux

set clk_period 1.0
set clk_io_pct 0.2

create_clock -name clk0 -period $clk_period

set non_clock_inputs [all_inputs -no_clocks]
set_input_delay [expr $clk_period * $clk_io_pct] -clock clk0 $non_clock_inputs
set_output_delay [expr $clk_period * $clk_io_pct] -clock clk0 [all_outputs]
```

==> flow_summary.yaml <==
# flow metrics
status:
  status: "complete, but fails checks"
  failed_checks: "negative setup slack"
final_layout:
  regArea_um2: 0
  final_core_util_pct: 23.08
  area_growth_pct: 216.6
  drive_gt1_share_pct: 52.24
  fill_cells: 397
  lay_top_cells: "dlygate4sd2_1, mux2_4, buf_6"
  flops: 0
  lay_top_count: "dlygate4sd2_1"
  clkbuf_count: 0
  logic_area_um2: 240.2
pwr:
  total_power_mw: 0.2953
  p_per_area_nw_per_um2: 374.7
  peakVddDrop_mv: 0.1073
  leakage_nw: 0.4153
routing:
  drt_iter0_drc: 0
  first_pass_iters: 1
  drc: 0
  antenna_cells: 0
  post_drt_wl_per_cell_um: 12.52
  via_per_inst: 3.319
  drt.antenna.violating_nets: 0
  drt_wl_total_um: 1415
  via_count: 375
final_timing:
  setup_ws_ps: -56.02
  min_period_ps: 1056
  rsz0062_at_grt: "yes"
  max_freq_mhz: 947.0
  finalSetupViolCount: 16
  hold_viol: 0
  worst_pin_slew_ps: 71.86
  drv_slew: 0
  maxSlewHeadroom_pct: 95.21
  period_used_pct: 105.6
floorplanning:
  num_io_pins: 49
  core_area_um2: 3416
  die_x_um: 80
  die_h_um: 80
  initial_core_util_pct: 7.289
  chip_area_um2: 6400
  num_rows: 21
worst_setup_path:
  worstPathRequired_ps: 800
  cp-end-kind: "primary output"
  crit_arrival_ps: 860
  max_stage_delay_ps: 300
  setup.worst_path.start: "sel"
  critPathKind: "in -> out"
  worstPathCellList: "buf_12, buf_16, mux2_4, buf_6"
  worstSetupStartpointType: "primary input"
  crit_fanout: 8
  crit_slowest_cell: "mux2_4"
clocking:
  post_cts.repair.setup_buffers: 0
  cts-hold-fix-buffers: 0
global_routing:
  grt_overflow: 0
  met1_usage_pct: 5.933
  grt_util_met2_pct: 4.735
  use_met3_pct: 3.523
  grt_max_degree: 9
  grt_pass1_wl_um: 2159
  grt_usage_pct: 4.156
  grt_busiest_layer: "met1"
  grt_pass1_vias: 424
  antenna_found_initial: 0
synth:
  ys_seq_share_pct: 0
  syn_inst: 18
  syn_area_per_cell_um2: 13.83
  ys_cells: 18
  synth_warnings: 1
  synth_cell_types: 4
  ys_chip_area_um2: 249.0
  synth_area_um2: 249.0
placed_design:
  hpwl_um: 1224
  place_congestion: 0.8147
  numPortBuffers: 49
min_path:
  hold_path.class: "in -> out"
  hp-start: "a[9]"
run:
  warning_count: 34
  maxCapViolCount: 0
critical path, delay by kind of cell:
family	cells	cell delay, ps
buf+inv	3	360
mux	1	300
per-stage QoR:
step	TNS, ps	instances	worst slack, ps	area [um2]	hold WS, ps
global route	-1098	113	-79.82	788.3	812.4
floorplan	0	18	72.49	249.0	497.7
finish	-811.2	113	-56.02	788.3	795.9
CTS	-890.8	113	-61.95	757.0	798.9
global placement	-13060	112	-844.6	785.8	1438
detailed placement	-13140	112	-852.9	785.8	1435
layout make-up:
type               instances  share of cell area, %
multi-input cells         16                  30.48
well taps                 46                  7.302
repair buffers            51                  62.22
metal layers:
metal	wire [um]	part of all wire (%)
met4	0	0
met3	339	24
met2	350	25
met1	725	51
met5	0	0
logic make-up (layout without fill, tap and decap cells):
family	Yosys count	count (layout)	share of synthesized area, %
mux	16	16	87.43
buf+inv	2	51	12.56
final timing paths:
kind	slack, ps	cells after the start	endpoint
worst min-delay path	800	3	x[9]
worst max-delay path	-60	4	x[12]
Yosys cell counts:
| cell type | number | area, um2 |
|---|---|---|
| buf_12 | 1 | 20.02 |
| mux2_2 | 6 | 67.56 |
| buf_6 | 1 | 11.26 |
| mux2_4 | 10 | 150.1 |
power breakdown:
| group | internal (mW) | total [mW] | switching (mW) | leakage (nW) |
|---|---|---|---|---|
| clock | 0 | 0 | 0 | 0 |
| combinational | 0.230 | 0.295 | 0.0654 | 0.415 |
| sequential | 0 | 0 | 0 | 0 |
| total | 0.230 | 0.295 | 0.0654 | 0.415 |
timing repair:
action / CTS / global route
pin swaps: 0 / 0
gates cloned: 1 / 0
endpoints found under the hold margin: 0 / 0
resized: 101 / 5
setup endpoints to repair: 16 / 16
Power figures rest on the tool's default switching activity, not on a simulated workload.
