==> design.v <==
`timescale 1ns / 1ps
module addbit(
    input cin,
    input a,
    input b,
    output cout,
    output sum
    );
    wire a_xor_b;
    xor(a_xor_b, a, b);
    xor(sum, a_xor_b, cin);
    wire a_and_b;
    and(a_and_b, a, b);
    wire and_xor;
    and(and_xor, cin, a_xor_b);
    or(cout, a_and_b, and_xor);
endmodule
`timescale 1ns / 1ps
module one_bit_alu_msb(
    input a,
    input b,
    input a_sel,
    input b_sel,
    input cin,
    input[1:0] op,
    input less,
    output result,
    output set_less,
    output overflow
    );
    wire a_not;
    wire a_processed;
    not(a_not, a);
    two_one_mux ainvert (.sel(a_sel), .a(a), .b(a_not), .x(a_processed));
    wire b_not;
    wire b_processed;
    not(b_not, b);
    two_one_mux binvert (.sel(b_sel), .a(b), .b(b_not), .x(b_processed));
    wire op_and;
    and(op_and, a_processed, b_processed);
    wire op_or;
    or(op_or, a_processed, b_processed);
    wire cout;
    wire op_add;
    addbit addbit_UUT (.a(a_processed), .b(b_processed), .cin(cin), .cout(cout), .sum(op_add));
    wire mux_output_0;
    two_one_mux and_or (.sel(op[1]), .a(op_and), .b(op_or), .x(mux_output_0));
    wire mux_output_1;
    two_one_mux add_less (.sel(op[1]), .a(op_add), .b(less), .x(mux_output_1));
    two_one_mux result_mux (.sel(op[0]), .a(mux_output_0), .b(mux_output_1), .x(result));
    xor(overflow, cin, cout);
    assign set_less = op_add;    
endmodule
module one_bit_alu(
    input a,
    input b,
    input a_sel,
    input b_sel,
    input cin,
    input[1:0] op,
    input less,
    output result,
    output cout
    );
    wire a_not;
    wire a_processed;
    not(a_not, a);
    two_one_mux ainvert (.sel(a_sel), .a(a), .b(a_not), .x(a_processed));
    wire b_not;
    wire b_processed;
    not(b_not, b);
    two_one_mux binvert (.sel(b_sel), .a(b), .b(b_not), .x(b_processed));
    wire op_and;
    and(op_and, a_processed, b_processed);
    wire op_or;
    or(op_or, a_processed, b_processed);
    wire op_add;
    addbit addbit_UUT (.a(a_processed), .b(b_processed), .cin(cin), .cout(cout), .sum(op_add));
    wire mux_output_0;
    two_one_mux and_or (.sel(op[0]), .a(op_and), .b(op_or), .x(mux_output_0));
    wire mux_output_1;
    two_one_mux add_less (.sel(op[0]), .a(op_add), .b(less), .x(mux_output_1));
    two_one_mux result_mux (.sel(op[1]), .a(mux_output_0), .b(mux_output_1), .x(result));
endmodule
`timescale 1ns / 1ps
module two_one_mux(
    input sel,
    input a,
    input b,
    output reg x
    );
    always @*
        if(sel)
            x = b;
        else
            x = a;
endmodule
module four_bit_two_one_mux(
    input sel,
    input[3:0] a,
    input[3:0] b,
    output reg[3:0] x
    );
    always @*
        if(sel)
            x = b;
        else
            x = a;
endmodule
module sixteen_bit_two_one_mux(
    input sel,
    input[15:0] a,
    input[15:0] b,
    output reg[15:0] x
    );
    always @*
        if(sel)
            x = b;
        else
            x = a;
endmodule
==> run.sh <==
#!/bin/bash
# OpenROAD 26Q1-2900-gdf79404cd8, Yosys 0.63+post, stock flow scripts
make -C /OpenROAD-flow-scripts/flow DESIGN_CONFIG=/design/flow/config.mk WORK_HOME=/design/flow/orfs finish
==> config.mk <==
export PLATFORM = sky130hd
export DESIGN_NAME = one_bit_alu
export DESIGN_NICKNAME = one_bit_alu
export VERILOG_FILES = /design/flow/design.v
export SDC_FILE = /design/flow/constraint.sdc
export NUM_CORES = 4
export LEC_CHECK = 1
export CORE_AREA = 10 10 70 70
export DIE_AREA = 0 0 80 80
==> constraint.sdc <==
current_design one_bit_alu

set clk_period 2.3
set clk_io_pct 0.2

create_clock -name clk0 -period $clk_period

set non_clock_inputs [all_inputs -no_clocks]
set_input_delay [expr $clk_period * $clk_io_pct] -clock clk0 $non_clock_inputs
set_output_delay [expr $clk_period * $clk_io_pct] -clock clk0 [all_outputs]
==> metrics.cfg <==
[run_status]
status=finished with violations
violations=setup timing

[drt]
wirelength_um=449
wl_per_cell_um=6.15
antenna_cells=0
antenna_left=0
vias=127
vias_per_cell=1.74
drt_iter0_drc=1
dr.pass1.iters=2
route.detailed.drc=0

[floorplan]
pin_count=10
die-area_mm2=0.00640
rows=21
design.core.area_mm2=0.00342
die_y_um=80
die_w_um=80
initial_utilization_pct=3.15

[synth]
top_area_cell=ha_1
yosysMostFrequentCell=inv_1
syn_area_per_cell_um2=8.97
yosysSeqAreaShare_pct=0
synth_stat.cells=12
area_leaders=ha_1 (23%), inv_1 (21%), mux4_2 (21%)
synth_cell_type_count=6
postSynthCellCount=12
syn_area_um2=108
ys_warn_count=1
top_cells_by_count=inv_1 (6), ha_1 (2)
ys_area_um2=108
top_area_share_pct=23.3

[global_routing]
grt_pass1_wl_um=752
grt_max_degree=4
grt_pass1_vias=151
overflow=0
antenna_found_initial=0
grt_use_total_pct=1.46

[timing]
worstMarginPinSlew_ns=0.184
period_used_pct=102
hold_viol_final=0
worst_slack_ns=-0.0353
grt_setup_unrepaired=true
setup_viol_count_final=1
clock.fmax_mhz=428
finalMaxSlewViolations=0
post-route-min-period_ns=2.34
holdWs_ns=1.64
slew_headroom_pct=87.7

[power_and_ir_drop]
power.leakage_nw=0.146
power_density_mw_per_mm2=197
p_total_mw=0.0684
peakVddDrop_mv=0.0540

[final_layout]
post-route-util_pct=10.1
drive_gt1_share_pct=55.6
nClkBuffers=0
flop-count=0
comb_area_um2=135
area_growth_pct=222
final_area_um2=347
regArea_um2=0
fillCellCount=408

[setup_path]
cp-end-kind=output port
worstPathRequired_ns=1.84
arrival_ns=1.88
crit_chain=buf_8, xor2_4, inv_2, fa_1, inv_1, mux4_2, buf_2
critPathKind=in -> out
slowest_stage=fa_1
critPathMaxStageDelay_ns=0.48
cp-start-kind=input port
cp_max_fo=2

[placed_design]
placed_area_um2=288
gp_congestion=0.671
dpl.hpwl_um=412
io_buffers=10
post-place-ws_ns=-0.806

[cts]
postCtsHoldBufs=0

[run]
max_cap_viol_count=0
warning_count=36

[min_path]
worstHoldPathType=in -> out

## worst max-delay path, delay by kind of cell
kind	cells	cell delay, ns
mux	1	0.44
buf+inv	4	0.33
fa+ha+maj	1	0.48
xor+xnor	1	0.16
## timing repair
item,CTS,global route
endpoints found under the setup margin,2,1
cloned,0,0
buffers inserted,4,0
pin swaps,3,2
resized,25,5
## path summary, 6_finish.rpt
kind | start | to | slack, ns | cells past startpoint
setup / recovery | b_sel | result | -0.04 | 7
hold / removal | op[0] | result | 1.64 | 3
## layout make-up
cell class	instances	share of cell area, %
Inverter	6	6.50
Multi-Input combinational cell	6	39.0
Tap cell	46	16.6
Timing Repair Buffer	15	37.9
## metrics by stage
step | instances | TNS (ns)
2_1_floorplan | 12 | 0
3_3_place_gp | 71 | -1.09
3_5_place_dp | 71 | -1.10
4_1_cts | 74 | -0.109
5_1_grt | 73 | -0.0959
6_report | 73 | -0.0353
## cell families (layout without fill, tap and decap cells)
group | after synthesis | after routing | share of synthesized area, %
muxes | 1 | 1 | 20.9
adders and majority gates | 3 | 3 | 41.9
buffers and inverters | 6 | 21 | 20.9
xor gates and xnor gates | 2 | 2 | 16.3
## cells in the final DEF (no fill, tap or decap), drive strengths merged
| master | count |
|---|---|
| buf | 10 |
| inv | 6 |
| clkdlybuf4s50 | 4 |
| ha | 2 |
| xor2 | 1 |
| mux4 | 1 |
| xnor2 | 1 |
| fa | 1 |
| dlygate4sd2 | 1 |
## per-layer routing
metal	routed length [um]	GRT usage, %
met3	64	0.795
met2	168	2.01
met4	0	0
met5	0	0
met1	215	2.06
## report_power, final
| part | internal (mW) | total [mW] | switching (mW) |
|---|---|---|---|
| Sequential | 0 | 0 | 0 |
| Clock | 0 | 0 | 0 |
| Combinational | 0.0444 | 0.0684 | 0.0240 |
| Total | 0.0444 | 0.0684 | 0.0240 |
